==> flow/run.sh <==
#!/bin/bash
# OpenROAD 26Q1-2900-gdf79404cd8, Yosys 0.63+post, stock flow scripts
make -C /OpenROAD-flow-scripts/flow DESIGN_CONFIG=/design/flow/config.mk WORK_HOME=/design/flow/orfs finish
==> flow/design.v <==
`timescale 1ns / 1ps
module Data_Memory(
    input CLK,
    input [31:0]Daddr,
    input [31:0]DataIn,
    input mRD,mWR,
    output reg [31:0]DataOut
    );
    reg [7:0]mem[255:0];
    integer i;
    initial begin
    for(i=0;i<256;i=i+1)
        mem[i]<=0;
    end
    always@(Daddr or mRD)
        begin
           if(mRD==1)
              begin
                DataOut[31:24] = mem[Daddr];  
                DataOut[23:16] = mem[Daddr+1];
                DataOut[15:8] = mem[Daddr+2];
                DataOut[7:0] = mem[Daddr+3];
              end    
        end
     always@(negedge CLK)
        begin
            if(mWR==1)
                begin
                   mem[Daddr] <= DataIn[31:24];
                   mem[Daddr+1] <= DataIn[23:16];
                   mem[Daddr+2] <= DataIn[15:8];
                   mem[Daddr+3] <= DataIn[7:0];
                end
        end
endmodule
==> flow/config.mk <==
export PLATFORM = sky130hd
export DESIGN_NAME = Data_Memory
export DESIGN_NICKNAME = Data_Memory
export VERILOG_FILES = /design/flow/design.v
export SDC_FILE = /design/flow/constraint.sdc
export NUM_CORES = 4
export LEC_CHECK = 1
export CORE_UTILIZATION = 30
==> flow/constraint.sdc <==
current_design Data_Memory

set clk_period 15.7
set clk_io_pct 0.2

create_clock -name clk0 -period $clk_period [get_ports {CLK}]

set non_clock_inputs [all_inputs -no_clocks]
set_input_delay [expr $clk_period * $clk_io_pct] -clock clk0 $non_clock_inputs
set_output_delay [expr $clk_period * $clk_io_pct] -clock clk0 [all_outputs]
==> impl_results.rst <==
Metrics
=======

.. list-table::
   :header-rows: 1

   * - Metric
     - Value
   * - Remaining max-slew budget at the tightest pin
     - roughly 4.7%
   * - Setup violations, final
     - 0
   * - Worst-case clock buffer depth
     - 4
   * - Via count normalized by instance count
     - approximately 6.6
   * - Power density normalized to cell area
     - around 86 mW/mm²
   * - Sum of net half-perimeters after detailed placement
     - 915.0 mm
   * - Register pins left without a clock
     - 32
   * - Mean area per synthesized cell
     - 10.98 µm²
   * - Ports placed on the boundary
     - between 90 and 100
   * - Ys cells
     - 18.53k
   * - Internal
     - roughly 12,000 µW
   * - Kind of end point of the critical path
     - flip-flop
   * - Clock root buffer
     - clkbuf_16
   * - Cell area after technology mapping
     - 0.2033 mm²
   * - Unique masters post-synth
     - between 80 and 90
   * - Highest fanout seen on the critical path
     - 23
   * - Area fraction in mux cells
     - between 40 and 50%
   * - Static Leak
     - slightly above 0.09 µW
   * - Util after Layout
     - a little over a third
   * - CTS buffer count
     - 285
   * - Design Power
     - slightly above 20,000 µW
   * - Layout overhead on the synthesized area
     - 18.37%
   * - Number of I/O port buffers
     - ~74
   * - Switching pwr
     - ~8400 µW
   * - Tally of OpenROAD warnings
     - around 1.1k
   * - XOR Share, Synth
     - less than 1%
   * - Simple-Gate Fraction of Synth Area
     - a little under a tenth
   * - Combinational family with the most area after synthesis
     - multiplexers
   * - Number of unconstrained endpoints
     - 64
   * - Number of synthesized register bits
     - about 2.1k
   * - DR WL/cell
     - 44.93 µm
   * - Detail Route Antenna Nets
     - 0
   * - Number of vias after detailed routing
     - just under 200k
   * - Combinational power share
     - between 20% and 30%
   * - Top cell excl fill/tap
     - mux2i_1
   * - Share of layout cells above drive strength 1
     - 31.01%
   * - Critical Path RT
     - about 8.5 ns
   * - Sw Ratio
     - 40.67%
   * - Post-synth tally of flip-flops with integrated enable
     - between 2k and 2.5k
   * - Adder-cell share of the synthesized area
     - less than 1%
   * - Row cnt
     - around 300
   * - Worst path arrival time
     - 7.83 ns
   * - Kind of launch point of the worst setup path
     - input pin
   * - FP Core Util
     - 30.10%
   * - Maximum ir drop on the vdd rail
     - roughly 0.000084 V
   * - Most frequent logic cells in the routed design
     - mux2i_1 (2,263), mux4_2 (2,201), nor2_1 (2,115)
   * - Path type of the worst setup path
     - input pin to flip-flop
   * - Pin slew with the least headroom to its limit
     - between 1 and 1.5 ns
   * - Result of the run
     - complete, no violations
   * - Total iterations of the first detailed-routing run
     - 8
   * - Die X
     - a little over 800 µm
   * - Yosys Warn Count
     - 1
   * - H-tree depth
     - 5
   * - Global-route wire length before repair
     - about 1700 mm
   * - Number of antenna violations at the first check in global routing
     - about 260
   * - Remaining global-route overflow
     - 0
   * - Hold WS
     - ~11 ns
   * - Main synth FF type
     - edfxtp_1
   * - Async SR Flop Fraction
     - 0%
   * - Yosys stat area
     - just over 0.2 mm²
   * - Portion of total power attributed to the clock network
     - a little over two fifths
   * - Initial DRC Count
     - 24.43k
   * - Type of the most critical hold path
     - input pin to flip-flop
   * - Gp weighted congestion
     - between 1 and 1.5
   * - Largest net degree at the start of global routing
     - 115
   * - Post-Synthesis Cells
     - approximately 19k
   * - Routed wire length
     - approximately 1300 mm
   * - Number of global-route vias before repair
     - between 150k and 200k
   * - CTS tree
     - yes
   * - Fin. max-slew vios
     - 0
   * - Area of the core region
     - just under 0.7 mm²
   * - Final number of hold-violating endpoints
     - 0
   * - Post-route DRC
     - 0
   * - Chip footprint
     - 0.6811 mm²
   * - Number of violations of the max-capacitance limit
     - 0
   * - Clock-pin transition on the worst setup and hold timing paths
     - roughly 0.04 ns
   * - Setup repair after global routing missed its margin
     - no
   * - Compound Share, Synth
     - around a tenth
   * - Post-CTS Repair Setup Buffers
     - 0
   * - Hold buffers post-CTS
     - 0
   * - GRT Resource Usage Total
     - between 40% and 50%
   * - Die Span Y
     - ~830 µm
   * - Sequential fraction of design power
     - roughly 30%
   * - Post-CTS sizing
     - 0
-- routing by layer --
metal	routed length, µm	GRT usage (%)	part of all wire (%)
met1	419900	42.14	31
met2	524700	50.07	39
met3	256300	32.98	19
met4	137000	33.70	10
met5	6245	11.46	0.46
-- state kept, by name, summed over array words and instances (netlist names) --
register,cells
DataOut,32
mem,2048
-- power groups by stage --
stage	sequential, µW	combinational (µW)	clock (µW)
CTS	6260	5010	9160
global route	6250	5260	9770
finish	6270	5390	9090
-- synth_stat cells, types with 63 or more instances --
master | instances | share of area (%)
buf_2 | 624 | 1.5
nand3b_1 | 64 | 0.24
nand2_1 | 1034 | 1.9
a21oi_1 | 1779 | 4.4
nand3_1 | 679 | 1.7
mux2_2 | 1575 | 8.7
a211oi_1 | 544 | 2.0
a22oi_1 | 85 | 0.31
edfxtp_1 | 2048 | 30
mux2i_1 | 2267 | 11
nand4_1 | 147 | 0.45
mux4_2 | 2201 | 24
a31oi_1 | 107 | 0.33
nor3_1 | 206 | 0.51
nor2_1 | 2193 | 4.0
buf_1 | 140 | 0.26
a21o_1 | 514 | 1.9
nor3_2 | 63 | 0.31
a32oi_1 | 67 | 0.29
clkbuf_1 | 1562 | 2.9
buf_4 | 95 | 0.35
-- area by class of cell --
cell class                      count  area (µm²)
Timing Repair Buffer             1831       16670
Inverter                            7       30.03
Tap cell                         8968       11220
Multi-Input combinational cell  14002      132600
Fill cell                       65131      434900
Sequential cell                  2080       61980
Antenna cell                      465        1164
Clock inverter                   2275        9841
Clock buffer                      288        7207
-- cells by family (layout without fill, tap and decap cells) --
| group | after synthesis | count (layout) |
|---|---|---|
| fa+ha+maj | 9 | 9 |
| xor+xnor | 26 | 26 |
| latches | 32 | 32 |
| compound gates | 3411 | 3411 |
| other cells | 0 | 465 |
| mux | 6049 | 6049 |
| simple gates | 4507 | 4507 |
| buf+inv | 2443 | 4401 |
| flops | 2048 | 2048 |
-- final timing paths --
path / from / slack [ns] / cells after the start / to
worst min-delay path: DataIn[3] / 10.56 / 2 / mem[199][3]
worst max-delay path: Daddr[1] / 0.64 / 13 / mem[148][3]
-- worst max-delay path, cell delays in order --
cell	delay (ns)
buf_16	0.17
buf_4	0.45
inv_4	0.13
buf_4	0.25
ha_1	0.37
nand3b_1	0.40
xnor2_2	0.24
buf_4	0.41
nand2_1	0.62
nor2_1	0.42
buf_12	0.26
nand2_1	0.35
nand4_1	0.50
-- through the flow --
stage               TNS (ns)  cells  instance area [µm²]  worst slack [ns]
global route               0  29683               240100            0.6241
global placement      -3.681  26886               222500           -0.1704
detailed placement    -4.009  26886               222500           -0.1560
CTS                        0  29448               239500            0.8410
finish                     0  29916               240700            0.6421
floorplan                  0  18525               203300            0.9161
Power and IR drop assume default switching activity.
