<file path="flow/design.v">
`timescale 1ns / 1ps
module Register_File(
    input [4:0] rs,
    input [4:0] rt,
    input [4:0] Write_Reg,
    input WE,CLK,
    input [31:0] Write_Data,
    output  [31:0] Read_Data1,
    output  [31:0] Read_Data2
    ); 
    reg [31:0] registers [0:31];
    integer i;
    initial begin  
             for (i = 0; i < 32; i = i+1) registers[i] <= 0;  
            end  
   assign  Read_Data1 = rs?registers[rs]:0;
   assign  Read_Data2 = rt?registers[rt]:0;
    always@(negedge CLK )
    begin
            if(WE&&Write_Reg) begin
            registers[Write_Reg] = Write_Data;
            end
    end
endmodule
</file>
<file path="flow/run.sh">
#!/bin/bash
# OpenROAD 26Q1-2900-gdf79404cd8, Yosys 0.63+post, stock flow scripts
make -C /OpenROAD-flow-scripts/flow DESIGN_CONFIG=/design/flow/config.mk WORK_HOME=/design/flow/orfs finish
</file>
<file path="flow/config.mk">
export PLATFORM = sky130hd
export DESIGN_NAME = Register_File
export DESIGN_NICKNAME = Register_File
export VERILOG_FILES = /design/flow/design.v
export SDC_FILE = /design/flow/constraint.sdc
export NUM_CORES = 4
export LEC_CHECK = 1
export CORE_UTILIZATION = 30
</file>
<file path="flow/constraint.sdc">
current_design Register_File

set clk_period 8.8
set clk_io_pct 0.2

create_clock -name clk0 -period $clk_period [get_ports {CLK}]

set non_clock_inputs [all_inputs -no_clocks]
set_input_delay [expr $clk_period * $clk_io_pct] -clock clk0 $non_clock_inputs
set_output_delay [expr $clk_period * $clk_io_pct] -clock clk0 [all_outputs]
</file>
==> impl_metrics.yaml <==
# synthesis and place-and-route metrics
outcome:
  outcome: "finished with violations"
  violations: "setup timing"
synth:
  ys.flop_type: "edfxtp_1"
  yosys.stat.seqShare: 0.654
  ys_types: 36
  yosys_area_mm2: 0.0470
  edf_count: 1024
  yosys_warnings: 1
  synth_area_mm2: 0.0470
  yosys_cells: 2281
  avgSynthCellArea_um2: 20.6
  synthCells: 2281
  ys_ff: 1024
  ys_async_sr_fraction: 0
worst_setup_path:
  start_kind: "register"
  crit_type: "register to output port"
  cp-end-kind: "output port"
  cp_max_fo: 2
  cp_data_arrival_time_ns: 7.11
  critPathRequiredTime_ns: 7.04
global_route:
  overflow: 0
  track_usage: 0.206
  grt_first_pass_wirelength_mm: 219
  grt_pass1_vias: 36300
  antenna_found_initial: 7
  grt_max_degree: 72
cells_and_area:
  reg_top3: "registers: 1024 flops"
  fin_area_mm2: 0.0608
  drive_gt1_frac: 0.295
  lay_top_count: "inv_1"
  areaGrowthSynthToFinish_pct: 29.4
  post-route-util: 0.393
  top_register: "registers"
  layout_top_cells_excl_fill_tap: "1041 x inv_1, 1024 x edfxtp_1, 471 x mux4_2"
  largest_reg_flops: 1024
route:
  dr_wl_met2_mm: 73.0
  dr_wl_met3_mm: 26.1
  drtIter0Drc: 1705
  vias: 29800
  first_pass_iters: 6
  wirelength_mm: 150
  drc: 0
  via_per_inst: 5.25
  wl_met1_mm: 45.5
  ant_nets: 0
  top_layer: "met5"
  wl_per_cell_um: 26.4
power_and_ir_drop:
  ir_drop_uv: 174
  pwr_density_cell_mw_per_mm2: 220
  leakage_nw: 23.3
floorplanning:
  initial_core_util: 0.304
  die_h_um: 398
  io_pins: 113
  rows: 144
  die_area_mm2: 0.158
  core_area_mm2: 0.155
  die_x_um: 398
sta:
  setup_violations: 6
  max_slew_margin: 0.299
  fin_ws_ns: -0.0735
  worst_slew_pin_slew_ns: 1.05
  drv_slew: 0
  timing.hold.ws_ns: 4.29
  rsz0062_at_grt: "true"
  hold_viol: 0
  tns_ns: -0.338
min_path:
  hold_path_class: "input port to output port"
  min-delay-start: "rt[4]"
  worst_hold_path.endpoint: "Read_Data2[27]"
  hold_depth: 4
cts:
  cts_made_buffers: 112
  cts_root_buf: "clkbuf_16"
  cts_tree: "yes"
  htree_levels: 3
  clock-sinks: 1024
  clk_path_buf_depth: 3
  hold_buffers: 0
  clk_pin_slew_ns: 0.04
placed_design:
  pre_cts_ws_ns: -0.116
  place_congestion: 0.844
  io_buffers: 112
  dp_hpwl_mm: 86.2
  postPlaceCellArea_mm2: 0.0517
job:
  max_cap_viol_count: 0
  warning_count: 1029
## cell usage after synthesis (5+ instances only)
library cell	instances	share of area
edfxtp_1	1024	0.65
mux4_2	471	0.23
mux2i_1	146	0.031
clkbuf_1	84	0.0067
o22ai_1	83	0.011
nor3_1	55	0.0059
a22o_1	51	0.0095
buf_2	50	0.0053
mux2_2	37	0.0089
nor2_1	37	0.0030
a211oi_1	36	0.0058
a2111oi_0	32	0.0060
o221ai_1	29	0.0054
buf_4	27	0.0043
nor2b_1	16	0.0021
buf_1	14	0.0011
buf_6	14	0.0034
a22oi_1	12	0.0019
nand2_1	9	0.00072
nand3b_1	7	0.0011
a21oi_1	6	0.00064
nand2b_1	6	0.00080
a221oi_1	5	0.00093
## report_power, final
group	switching [W]	internal [W]
combinational	0.000588	0.000465
clock	0.00313	0.00367
sequential	0.0000307	0.00549
## how the worst max path moves through the flow
stage,start,to,depth (start not counted)
after CTS,registers[28][21],Read_Data1[21],5
after global routing,registers[20][17],Read_Data1[17],5
final,registers[20][17],Read_Data1[17],5
## routing by layer
layer / GRT usage / vias up
li1: - / 12600
met1: 0.194 / 14600
met2: 0.304 / 2266
met3: 0.183 / 334
met4: 0.0902 / 8
met5: 0.0133 / -
## per-stage QoR
| step | power (W) | std cells |
|---|---|---|
| 2_1_floorplan | 0.00679 | 2312 |
| 3_3_place_gp | 0.00723 | 4435 |
| 3_5_place_dp | 0.00725 | 4435 |
| 4_1_cts | 0.0136 | 5668 |
| 5_1_grt | 0.0142 | 5672 |
| 6_report | 0.0134 | 5673 |
## what timing repair did
action / in CTS / in global routing
pin swaps: 97 / 24
resized: 308 / 41
endpoints found under the hold margin: 0 / 0
endpoints found under the setup margin: 63 / 35
cloned: 0 / 0
buffers inserted: 16 / 6
## critical path, cell delays in order, from the launching register on
cell and delay, ns:
edfxtp_1 0.38, mux4_2 0.48, mux4_2 0.50, o22ai_2 0.12
nor3_2 0.09, clkdlybuf4s50_1 0.42
## cell families (layout without fill, tap and decap cells)
group,after synthesis,in the layout,share of synthesized area
AND/OR/NAND/NOR,152,152,0.0169
multiplexers,654,654,0.266
AND-OR/OR-AND,259,259,0.0421
other,1,33,0.0000798
flip-flops,1024,1024,0.654
buffers and inverters,191,1507,0.0210
## final cells by class
type,instances,area (µm²)
Fill cell,13400,94000
Tap cell,2044,2560
Multi-Input combinational cell,1097,17000
Inverter,1,3.75
Timing Repair Buffer,277,2720
Clock inverter,1116,4990
Antenna cell,1,2.50
Clock buffer,113,2830
Sequential cell,1024,30700
Power figures rest on the tool's default switching activity, not on a simulated workload.
