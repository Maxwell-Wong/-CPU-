--- flow/design.v ---
`timescale 1ns / 1ps
module Control_Unit(
    input zero,sign,
    input [5:0]op,
    input [5:0]func,
    output PCWre,
    output RegWre,
    output ExtSel,
    output InsMemRw,
    output DBDataSrc,
    output RegDst,
    output ALUSrcA,
    output ALUSrcB,
    output [1:0] PCSrc,
    output mRD,
    output mWR,
    output [2:0] ALUOp
    );
    parameter halt = 6'b111111;
    parameter addiu = 6'b001001;
    parameter ori = 6'b001101;
    parameter bne =6'b000101;
    parameter slti = 6'b001010;
    parameter beq = 6'b110000;
    parameter sw = 6'b101011;
    parameter lw = 6'b100011;
    parameter bltz = 6'b000001;
    parameter j = 6'b000010;
    parameter andi = 6'b001000;
    parameter add_func = 6'b100000;
    parameter sub_func = 6'b100010; 
    parameter and_func = 6'b100100;
    parameter or_func=  6'b100101;
    parameter sll_func = 6'b000000;
    parameter add_ = 3'b000;
    parameter sub_ = 3'b001;
    parameter sll_ = 3'b010;
    parameter or_ =  3'b011;
    parameter and_ = 3'b100;
    parameter slti_ = 3'b110;
  wire RegWre_func ;
  wire ALUOp_sub;
  wire ALUOp_add;
  wire ALUOp_and;
  wire ALUOp_or;
  assign RegWre_func = func==add_func||func==sub_func||func==or_func||func==and_func||func==sll_func;
  assign ALUOp_sub = func==sub_func||op==bne||op==beq||op==bltz;
  assign ALUOp_add = func==add_func||op==addiu;
  assign ALUOp_and = func==and_func||op==andi;
  assign ALUOp_or = func==or_func||op==ori;
   assign PCWre = op!=halt;
   assign ALUSrcA = func==sll_func;
   assign ALUSrcB = op==addiu||op==andi||op==ori||op==slti||op==sw||op==lw;
   assign DBDataSrc = op==lw;
   assign RegWre = RegWre_func||op==addiu||op==ori||op==andi||op==slti||op==lw;
   assign InsMemRw = 1;
   assign mRD = op==lw;
   assign mWR = op==sw;
   assign RegDst = func==add_func||func==or_func||func==sub_func||func==sll_func||func==and_func;
   assign ExtSel = op!=andi&&op!=ori;   
   assign PCSrc[0] = (op==beq&&zero==1)||(op==bne&&zero==0)||(op==bltz&&sign==1);
   assign PCSrc[1] = op==j; 
   assign ALUOp = ALUOp_add?add_:ALUOp_sub?sub_:ALUOp_or?or_:func==sll_func?sll_:op==slti?slti_:ALUOp_and?and_:111;
endmodule
--- flow/constraint.sdc ---
current_design Control_Unit

set clk_period 2.9
set clk_io_pct 0.2

create_clock -name clk0 -period $clk_period

set non_clock_inputs [all_inputs -no_clocks]
set_input_delay [expr $clk_period * $clk_io_pct] -clock clk0 $non_clock_inputs
set_output_delay [expr $clk_period * $clk_io_pct] -clock clk0 [all_outputs]
--- flow/run.sh ---
#!/bin/bash
# OpenROAD 26Q1-2900-gdf79404cd8, Yosys 0.63+post, stock flow scripts
make -C /OpenROAD-flow-scripts/flow DESIGN_CONFIG=/design/flow/config.mk WORK_HOME=/design/flow/orfs finish
--- flow/config.mk ---
export PLATFORM = sky130hd
export DESIGN_NAME = Control_Unit
export DESIGN_NICKNAME = Control_Unit
export VERILOG_FILES = /design/flow/design.v
export SDC_FILE = /design/flow/constraint.sdc
export NUM_CORES = 4
export LEC_CHECK = 1
export CORE_AREA = 10 10 70 70
export DIE_AREA = 0 0 80 80
==> results.ini <==
[setup_path]
worstPathRequired_ns = 2.32
crit_path_start_kind = input pin
critPathCaptureType = output port
criticalPathCategory = in2out
crit_path_max_fanout = 3
crit_arrival_ns = 2.18

[layout]
seq_area_um2 = 0
stdcell_count = 154
nClkBuffers = 0
ff_count = 0
n_fill_cell = 386
areaGrowthSynthToFinish_pct = 112
post_route_cells_drive_above_1_share_pct = 27.8

[die]
design.core.area_um2 = 3420
rows = 21
die_w_um = 80
die_h_um = 80
pin_count = 29
die-area_um2 = 6400
core_util_floorplan_pct = 12.0

[hold_path]
min_path_type = in2out

[placement]
place_ws_ns = -0.131
gp_congestion = 0.833
hpwl_mm = 1.53
dp.cells = 154
portBuffers = 28

[synth]
yosys_cells = 64
avgSynthCellArea_um2 = 6.41
netlist_instances = 64
yosys.cell_types.count = 34
ys_chip_area_um2 = 410
netlist_area_um2 = 410
synth.area.top_cells = mux2i_1 (9.8%), buf_4 (9.1%), nand3_1 (6.1%)
yosysWarnings = 0
top_cell_area_share_pct = 9.76
top_cell = nand2_1
ys_seq_share_pct = 0
top_area_cell = mux2i_1
top_cells_by_count = nand2_1 (6), buf_4 (5), nand3_1 (5), nor2_1 (5), mux2i_1 (4)

[timing]
period_used_pct = 95.3
rsz0062_at_grt = false
hold_viol_final = 0
max_freq_ghz = 0.362
slew_viol_final = 0
fin_ws_ns = 0.136
fin_crit_ns = 2.76
setup_tns_ns = 0
setup_viol = 0

[global_routing]
grt_overflow = 0
met3_usage_pct = 0.795
met1_usage_pct = 6.33
grt_antenna_before_repair = 0
use_met2_pct = 9.55
grt_max_degree = 8
grt_pass1_vias = 601
grt_pass1_wl_mm = 2.73
grt_usage_pct = 5.13
grt.busiest_layer = met2

[power_and_ir_drop]
p_sw_share_pct = 40.0
seqPwrFrac_pct = 0
vdd_drop_max_uv = 33.1
p_int_mw = 0.0514
power_density_nw_per_um2 = 98.2
switchingPower_mw = 0.0343
clockPowerShare_pct = 0
combinationalPowerShare_pct = 100.0
p_leak_nw = 0.367

[routing]
drt_wl_total_mm = 1.69
vias_per_cell = 4.05
drc = 0
ant_nets = 0
n_antenna_cell = 0
via_count = 624
drtPass1Iterations = 4
wl_per_cell_um = 11.0
drt_iter0_drc = 40

[run]
tool_warnings = 32
maxCapViolCount = 0

[clock_network]
cts_hold_buf = 0

[run_status]
outcome = finished, final reports clean

## placed cells by master (no fill, tap or decap)
cell type        count
nor3_1               2
buf_4               23
nor4_1               2
nand2b_1             1
o21ai_2              1
nand4_1              2
a32oi_1              1
and3_2               1
nand2_1              6
or3_1                1
inv_1                2
or2_1                2
a21oi_1              2
and3_1               2
mux2i_1              4
o32ai_1              1
nor2_4               1
nand3b_1             2
nor2_1               4
nor3_2               2
o31ai_2              1
nor2_2               1
o21ai_0              2
or3b_1               1
clkdlybuf4s50_1     19
a311oi_1             1
conb_1               1
o22ai_1              1
dlygate4sd2_1        8
nand3_1              5
a21boi_1             1
o22a_1               1
a21o_1               1
dlymetal6s2s_1       1
a31oi_1              1
or4b_1               1
## power by group through the flow
stage / combinational [mW] / clock, mW / sequential (mW)
CTS: 0.0859 / 0 / 0
global route: 0.0944 / 0 / 0
finish: 0.0857 / 0 / 0
## through the flow
stage	hold WS, ns	utilization (%)	total power, mW	instance area (um2)
floorplan	1.18	-	0.0323	410
global placement	2.13	25.1	0.0880	858
detailed placement	2.13	25.1	0.0880	858
CTS	2.01	25.2	0.0859	861
global route	2.00	25.5	0.0944	872
finish	1.90	25.5	0.0857	872
## cell type report
cell class                      count  area [um2]  area share (%)
Inverter                            2        7.51           0.861
Multi-Input combinational cell     55         362            41.5
Tap cell                           46        57.6            6.60
Timing Repair Buffer               51         445            51.1
## critical path, cell delays in order
cell and delay (ns):
clkdlybuf4s50_1 0.45, buf_4 0.15, nor2_1 0.18, nand2_1 0.11, o31ai_2 0.22, nor2_1 0.08, clkdlybuf4s50_1 0.41
## metal layers
metal | vias up | wire length (um)
met5 | - | 0
met1 | 280 | 754
met4 | 0 | 0
met3 | 0 | 87
li1 | 324 | -
met2 | 20 | 853
## logic make-up (layout without fill, tap and decap cells)
kind of cell           Yosys count  count (layout)  share of synthesized area, %
other                            1               1                         0.914
buffers and inverters            9              53                          17.1
and+or+nand+nor                 36              36                          49.1
muxes                            4               4                          9.76
AOI/OAI and AO/OA               14              14                          23.2
## repair_timing
item,CTS,global route
pin swaps,3,0
setup buffers,0,0
setup endpoints to repair,6,3
gates resized,11,4
## final timing paths
path     from        to  cells past startpoint
max   func[4]  ALUOp[2]                      7
min   func[2]  ALUOp[1]                      5
Power and IR drop assume default switching activity.
